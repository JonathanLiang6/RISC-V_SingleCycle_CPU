==> ./design.v <==
module RF(
    input clk,                   
    input rstn,                  
    input RFwr,                  
    input [4:0] A1, A2, A3,      
    input [31:0] WD,             
    output [31:0] RD1, RD2       
);
    reg [31:0] rf[31:0];
    integer i;
    always@(posedge clk or negedge rstn) begin
        if (!rstn) begin
            for (i = 0; i < 32; i = i + 1) begin
                rf[i] = i;
            end
        end else begin
            if (RFwr && (A3 != 5'b0)) begin
                rf[A3] <= WD;
            end
        end
    end
    assign RD1 = (A1 != 5'b0) ? rf[A1] : 32'b0;
    assign RD2 = (A2 != 5'b0) ? rf[A2] : 32'b0;
endmodule 
==> ./run.sh <==
#!/bin/bash
# OpenROAD 26Q1-2900-gdf79404cd8, Yosys 0.63+post, stock flow scripts
make -C /OpenROAD-flow-scripts/flow DESIGN_CONFIG=/design/flow/config.mk WORK_HOME=/design/flow/orfs finish
==> ./config.mk <==
export PLATFORM = sky130hd
export DESIGN_NAME = RF
export DESIGN_NICKNAME = RF
export VERILOG_FILES = /design/flow/design.v
export SDC_FILE = /design/flow/constraint.sdc
export NUM_CORES = 4
export LEC_CHECK = 1
export CORE_UTILIZATION = 40
==> ./constraint.sdc <==
current_design RF

set clk_period 5.6
set clk_io_pct 0.2

create_clock -name clk0 -period $clk_period [get_ports {clk}]

set non_clock_inputs [all_inputs -no_clocks]
set_input_delay [expr $clk_period * $clk_io_pct] -clock clk0 $non_clock_inputs
set_output_delay [expr $clk_period * $clk_io_pct] -clock clk0 [all_outputs]
==> GITHUB_STEP_SUMMARY <==
## Implementation flow summary

| Metric | Value |
|---|---|
| Outcome | `complete, but fails checks` |
| Failing checks | `setup timing` |
| Placed Area | `0.05686 mm2` |
| Initial antenna violation count | `44` |
| DP HPWL | `202.5 mm` |
| Synth warn | `2` |
| Die W | `360.2 um` |
| Sequential share of the synthesized area | `0.4857` |
| Arr. time, crit path | `4540 ps` |
| Yosys top cell by area | `dfrtp_1` |
| NetSw | `0.006513 W` |
| Hold_buf cts | `0` |
| Root Driver | `clkbuf_16` |
| Global-route wire length before repair | `407.7 mm` |
| Design Area, Final | `0.06093 mm2` |
| Switch share | `0.3014` |
| Die Size | `0.1297 mm2` |
| Int Power | `0.01510 W` |
| Dpl cells | `6035` |
| Top cell excl fill/tap | `mux2_2` |
| Vias in the first global route | `44482` |
| FMAX | `176.5 MHz` |
| Area delta synth->final | `18.74%` |
| OpenROAD warnings | `40` |
| Layout cells sized above 1 | `0.3973` |
| Gate power share | `0.158` |
| Number of enable flip-flop cells | `0` |
| Regs by FF count | `rf (992)` |
| Crit Path Class | `input pin to output pin` |
| Seq pwr share | `0.472` |
| Peak VDD IR | `0.0002648 V` |
| Cell leakage power | `26.73 nW` |
| CP endpoint kind | `output pin` |
| Data required time of the worst path | `4480 ps` |
| Yosys stat area | `0.05131 mm2` |
| Top Layout Cells | `mux2_2 (999), dfrtp_1 (912), a22oi_1 (569)` |
| DRC violation count after routing | `0` |
| IO Pins | `114` |
| CTS sink cnt | `992` |
| Worst setup SP type | `input pin` |
| CTS H-Tree Depth | `3` |
| RSZ-0062 raised after global routing | `no` |
| Max reg flops | `992` |
| Max clock buf depth | `3` |
| Vias per inst | `7.339` |
| Clock Power Share | `0.370` |
| Die height | `360.2 um` |
| Final hold vios | `0` |
| GP Congestion | `1.086` |
| Final Max Slew Viols | `0` |
| Syn Area/Cell | `11.94 um2` |
| Latency at later pin | `760 ps` |
| I/O Buffers | `113` |
| Worst Hold Class | `input pin to async pin` |
| Core Density at Floorplan | `0.4029` |
| Ys flop type | `dfrtp_1` |
| Total grt overflow | `0` |
| PwrDens | `354.7 mW/mm2` |
| Row count | `131` |
| Synth cell types | `82` |
| Vias | `46179` |
| Total CTS buffers | `113` |
| PostCTS Resize Cnt | `0` |
| CP max FO | `28` |
| Post-Synthesis Cells | `4296` |
| Post-Syn Area | `0.05131 mm2` |
| Global Route Usage Sum | `0.4877` |
| Asr flop ratio synth | `1.000` |
| Max-slew headroom | `0.03326` |
| Worst slew pin tran | `1444 ps` |
| Final min period | `5665 ps` |
| Area leader share | `0.4448` |
| WL final | `305.1 mm` |
| Largest Register | `rf` |
| Flops after synth | `992` |
| Yosys Instances | `4296` |
| Post-route setup slack | `-64.98 ps` |
| Initial DRC count | `5902` |
| CTS tree | `built` |
| Cell area leaders | `dfrtp_1 (44%), mux2_2 (22%), a22oi_1 (8.3%)` |
| Post-Layout Cell Count | `6292` |
| Pre-Repair DR Iteration Count | `10` |
| Setup Viol. Count Final | `9` |
| Postcts setup bufs | `0` |
| Final period util | `1.012` |
| Worst-path clk slew | `60 ps` |
| Final Skew | `0 ps` |
| WL/cell | `48.49 um` |
| Pin count of the biggest net entering global routing | `127` |
| Post-DRT Antenna Nets | `0` |
| Max-cap violations | `0` |
| Area of the core | `0.1274 mm2` |
-- routing by layer --
metal / global-route usage / wire length [um] / vias up
met4: 0.3022 / 25000 / 42
li1: - / - / 17142
met3: 0.2715 / 46300 / 1377
met5: 0.01258 / 394 / -
met1: 0.6206 / 109700 / 23567
met2: 0.6482 / 123700 / 4051
-- stage by stage --
stage	hold WS, ps	setup WS [ps]	utilization	power, W	setup TNS, ps
finish	316.6	-64.98	0.4784	0.02161	-287.1
detailed placement	511.8	181.4	0.4465	0.01352	0
floorplan	472.2	1798	-	0.01145	0
global placement	503.8	179.1	0.4465	0.01350	0
CTS	318.3	167.0	0.4774	0.02150	0
global route	339.9	79.15	0.4775	0.02217	0
-- area by class of cell --
| cell class | count | area, um2 |
|---|---|---|
| clock inverter | 57 | 800.8 |
| tap | 1662 | 2079 |
| antenna | 52 | 130.1 |
| inverter | 12 | 45.04 |
| fill | 11376 | 66430 |
| clock buffer | 148 | 3142 |
| timing repair buffer | 512 | 4842 |
| sequential | 992 | 24920 |
| multi-input combinational | 2857 | 24970 |
-- cell families (layout without fill, tap and decap cells) --
logic type	after synthesis	after routing	share of synthesized area
muxes	1119	1119	0.2433
DFF	992	992	0.4857
AOI/OAI and AO/OA	879	879	0.1336
and+or+nand+nor	859	859	0.09768
buffers and inverters	447	729	0.03967
other	0	52	0
-- power by group through the flow --
| stage | combinational [W] | sequential (W) | clock [W] |
|---|---|---|---|
| CTS | 0.00333 | 0.0101 | 0.00806 |
| global route | 0.00356 | 0.0103 | 0.00832 |
| finish | 0.00341 | 0.0102 | 0.00800 |
-- worst paths after layout --
kind                                             start                     end  slack [ps]  depth (start not counted)
worst max-delay path                             A2[1]                 RD2[27]         -60                          8
worst min-delay path                              rstn    rf[8][4]$_DFFE_PN0P_         320                          1
worst max register to register   rf[22][9]$_DFFE_PN0P_   rf[22][9]$_DFFE_PN0P_        4640                          1
worst min register to register  rf[13][14]$_DFFE_PN0P_  rf[13][14]$_DFFE_PN0P_         520                          1
max in group asynchronous                         rstn  rf[24][20]$_DFFE_PN0P_        3850                          3
min in group clk0               rf[13][14]$_DFFE_PN0P_  rf[13][14]$_DFFE_PN0P_         520                          1
-- critical path, cell delays in order --
cell and delay, ps:
buf_4 350, nor3b_2 1210, and2_2 650, buf_12 260, a22o_1 190, a2111o_1 120, or4_1 150, clkdlybuf4s50_1 480
-- Yosys cell counts, types with 19 or more instances --
master,instances
mux2_2,999
dfrtp_1,912
a22oi_1,569
clkbuf_1,249
and3_1,205
nand3_1,117
nand4_1,114
buf_2,100
mux2i_1,100
nand2_1,89
nor2_1,85
dfstp_2,80
nor3_1,51
or4_1,51
a2111oi_0,49
buf_1,45
a22o_1,43
a21oi_1,38
a222oi_1,23
buf_6,21
buf_4,20
mux2_1,19
o21ai_0,19
No activity file was given, so power comes from the tool's default toggle rates.
