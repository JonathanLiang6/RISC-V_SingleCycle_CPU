## ./config.mk

```make
export PLATFORM = sky130hd
export DESIGN_NAME = seg7x16
export DESIGN_NICKNAME = seg7x16
export VERILOG_FILES = /design/flow/design.v
export SDC_FILE = /design/flow/constraint.sdc
export NUM_CORES = 4
export LEC_CHECK = 1
export CORE_UTILIZATION = 50
```

## ./constraint.sdc

```tcl
current_design seg7x16

set clk_period 4.4
set clk_io_pct 0.2

create_clock -name clk0 -period $clk_period [get_ports {clk}]

set non_clock_inputs [all_inputs -no_clocks]
set_input_delay [expr $clk_period * $clk_io_pct] -clock clk0 $non_clock_inputs
set_output_delay [expr $clk_period * $clk_io_pct] -clock clk0 [all_outputs]
```

## ./design.v

```verilog
module seg7x16(
    input clk,             
    input rstn,            
    input disp_mode,       
    input[63:0] i_data,    
    output [7:0] o_seg,    
    output [7:0] o_sel     
);
    reg [14:0] cnt;
    wire seg7_clk;
    always @(posedge clk or negedge rstn) begin
        if(!rstn)
            cnt <= 0;
        else
            cnt <= cnt + 1'b1;
    end
    assign seg7_clk = cnt[14];  
    reg [2:0] seg7_addr;
    always @(posedge seg7_clk or negedge rstn) begin
        if(!rstn)
            seg7_addr <= 0;
        else
            seg7_addr <= seg7_addr + 1'b1;  
    end
    reg [7:0] o_sel_r;
    always @(*) begin
        case(seg7_addr)
            3'd0:    o_sel_r = 8'b11111110;
            3'd1:    o_sel_r = 8'b11111101;
            3'd2:    o_sel_r = 8'b11111011;
            3'd3:    o_sel_r = 8'b11110111;
            3'd4:    o_sel_r = 8'b11101111;
            3'd5:    o_sel_r = 8'b11011111;
            3'd6:    o_sel_r = 8'b10111111;
            3'd7:    o_sel_r = 8'b01111111;
            default: o_sel_r = 8'b11111111;  
        endcase
    end
    reg [63:0] i_data_store;
    always @(posedge clk or negedge rstn) begin
        if(!rstn)
            i_data_store <= 0;
        else
            i_data_store <= i_data;
    end
    reg [7:0] seg_data_r;
    always @(*) begin
        seg_data_r = 8'h0;  
        if (disp_mode == 1'b0) begin  
            case(seg7_addr)
                3'd0:    seg_data_r = {4'b0, i_data_store[3:0]};
                3'd1:    seg_data_r = {4'b0, i_data_store[7:4]};
                3'd2:    seg_data_r = {4'b0, i_data_store[11:8]};
                3'd3:    seg_data_r = {4'b0, i_data_store[15:12]};
                3'd4:    seg_data_r = {4'b0, i_data_store[19:16]};
                3'd5:    seg_data_r = {4'b0, i_data_store[23:20]};
                3'd6:    seg_data_r = {4'b0, i_data_store[27:24]};
                3'd7:    seg_data_r = {4'b0, i_data_store[31:28]};
                default: seg_data_r = 8'h0;
            endcase
        end else begin  
            case(seg7_addr)
                3'd0:    seg_data_r = i_data_store[7:0];
                3'd1:    seg_data_r = i_data_store[15:8];
                3'd2:    seg_data_r = i_data_store[23:16];
                3'd3:    seg_data_r = i_data_store[31:24];
                3'd4:    seg_data_r = i_data_store[39:32];
                3'd5:    seg_data_r = i_data_store[47:40];
                3'd6:    seg_data_r = i_data_store[55:48];
                3'd7:    seg_data_r = i_data_store[63:56];
                default: seg_data_r = 8'h0;
            endcase
        end
    end
    reg [7:0] o_seg_r;
    always @(posedge clk or negedge rstn) begin
        if(!rstn)
            o_seg_r <= 8'hff;  
        else if(disp_mode == 1'b0) begin  
            case(seg_data_r[3:0])  
                4'h0:    o_seg_r <= 8'hC0;  
                4'h1:    o_seg_r <= 8'hF9;  
                4'h2:    o_seg_r <= 8'hA4;  
                4'h3:    o_seg_r <= 8'hB0;  
                4'h4:    o_seg_r <= 8'h99;  
                4'h5:    o_seg_r <= 8'h92;  
                4'h6:    o_seg_r <= 8'h82;  
                4'h7:    o_seg_r <= 8'hF8;  
                4'h8:    o_seg_r <= 8'h80;  
                4'h9:    o_seg_r <= 8'h90;  
                4'hA:    o_seg_r <= 8'h88;  
                4'hB:    o_seg_r <= 8'h83;  
                4'hC:    o_seg_r <= 8'hC6;  
                4'hD:    o_seg_r <= 8'hA1;  
                4'hE:    o_seg_r <= 8'h86;  
                4'hF:    o_seg_r <= 8'h8E;  
                default: o_seg_r <= 8'hFF;  
            endcase
        end else begin  
            o_seg_r <= seg_data_r;
        end
    end
    assign o_sel = o_sel_r;
    assign o_seg = o_seg_r;
endmodule 
```

## ./run.sh

```bash
#!/bin/bash
# OpenROAD 26Q1-2900-gdf79404cd8, Yosys 0.63+post, stock flow scripts
make -C /OpenROAD-flow-scripts/flow DESIGN_CONFIG=/design/flow/config.mk WORK_HOME=/design/flow/orfs finish
```

==> results.sh <==
# flow metrics
export IMPL_antenna_found_initial=0
export IMPL_place_congestion=0.9317
export IMPL_first_pass_iters=4
export IMPL_holdBufCountCts=0
export IMPL_tns_ps=0
export IMPL_cts_tree="done"
export IMPL_slowest_delay_ps=500
export IMPL_r2r_end="o_seg_r[0]$_DFF_PN1_"
export IMPL_ys_dominant_reg_cell="dfrtp_1"
export IMPL_p_leak_nw=2.014
export IMPL_dp_cells=455
export IMPL_crit_end="o_seg_r[0]$_DFF_PN1_"
export IMPL_fmax_mhz=327.2
export IMPL_grt_ovfl_total=0
export IMPL_place_area_mm2=0.004572
export IMPL_rrSetupSlack_ps=1820
export IMPL_avgRoutedWirePerCell_um=16.21
export IMPL_max_slew_margin_rel_pct=40.15
export IMPL_synth_area_mm2=0.003657
export IMPL_critPathBufInv=1
export IMPL_p_per_area_mw_per_mm2=319.0
export IMPL_crit_chain="clkdlybuf4s50_1 > a221o_1 > a221oi_1 > o21ai_0 > a22oi_1 > ha_1 > or3b_1 > a31o_1 > a21oi_1"
export IMPL_ys_seq_share_pct=61.85
export IMPL_synthCells=285
export IMPL_criticalPathCategory="input port to register"
export IMPL_critical_path_slowest_cell="a22oi_1"
export IMPL_totalWireLength_um=7633
export IMPL_synth_top_area_share_pct=56.11
export IMPL_fin_crit_sh_pct=69.45
export IMPL_antenna_cells=0
export IMPL_ys_cells=285
export IMPL_crit_start="disp_mode"
export IMPL_drv_slew=0
export IMPL_initCoreUtil_pct=52.67
export IMPL_critPathLaunchType="input port"
export IMPL_reg2reg_from="i_data_store[28]$_DFF_PN0_"
export IMPL_yosysWarnings=1
export IMPL_fp_dieW_um=87.53
export IMPL_io_pins=83
export IMPL_worst_slew_pin_slew_ps=892.3
export IMPL_numCtsBuffers=9
export IMPL_unclocked_regs=3
export IMPL_ctsRootBufferMaster="clkbuf_8"
export IMPL_whs_ps=472.2
export IMPL_clk_path_buf_depth=2
export IMPL_run_status="finished clean"
export IMPL_irDropWorstVdd_v=0.0002303
export IMPL_cts_setup_buffers=0
export IMPL_clock_skew_ps=9.061
export IMPL_grt_pass1_wl_um=12640
export IMPL_min_period_ps=3056
export IMPL_ys_seq_elements=90
export IMPL_ys_types=49
export IMPL_critPathMaxFanout=8
export IMPL_final_cell_area_mm2=0.004762
export IMPL_crit_required_ps=4690
export IMPL_drv_cap=0
export IMPL_dp_hpwl_um=5391
export IMPL_cp_end_kind="register"
export IMPL_hold_depth=1
export IMPL_crit_family="AND-OR/OR-AND gates"
export IMPL_min_path_type="register to register"
export IMPL_hold_violations=0
export IMPL_worstPathArrival_ps=3350
export IMPL_tool_warnings=35
export IMPL_post_cts_resize_count=0
export IMPL_drc=0
export IMPL_final_setup_viol_count=0
export IMPL_portBuffers=82
export IMPL_clk_latency_ps=360
export IMPL_grt_pass1_vias=2499
export IMPL_stdcell_count=471
export IMPL_antenna_left=0
export IMPL_yosysChipArea_mm2=0.003657
export IMPL_rows=30
export IMPL_ff2ff_path_depth=8
export IMPL_power_total_w=0.001519
export IMPL_h_tree_depth=3
export IMPL_via_per_inst=5.389
export IMPL_die_y_um=87.53
export IMPL_dieArea_mm2=0.007661
export IMPL_cp_depth=9
export IMPL_untimed_endpoints=11
export IMPL_rsz0062_at_grt="no"
export IMPL_area_growth_pct=30.21
export IMPL_clk_pin_slew_ps=90
export IMPL_ys_async_sr_fraction_pct=100.0
export IMPL_top_area_cell="dfrtp_1"
export IMPL_grt_max_degree=50
export IMPL_grt_usage_pct=22.96
export IMPL_topCellsByArea="dfrtp_1 (56%), dfstp_2 (5.7%), ha_1 (4.4%)"
export IMPL_drtIter0Drc=111
export IMPL_vias=2538
export IMPL_synth_area_per_cell_um2=12.83
export IMPL_drive_gt1_share_pct=12.53
export IMPL_edf_count=0
export IMPL_coreArea_mm2=0.006944
==> report_power, final <==
part	switching, W	leakage (nW)	internal (W)	total [W]
clock network	0.000306	0.0953	0.000219	0.000525
logic	0.0000508	0.847	0.0000865	0.000137
registers	0.0000159	1.07	0.000842	0.000857
==> routing by layer <==
metal  vias to the layer above  global-route usage, %  routed length, um
met4                         0                  2.832                 76
met3                         7                  6.538                559
li1                       1214                      -                  -
met1                      1222                  38.69               3570
met5                         -                      0                  0
met2                        95                  32.67               3426
==> cell families after synthesis <==
| family | synth area share, % |
|---|---|
| xor+xnor | 3.113 |
| simple gates | 9.956 |
| mux | 4.208 |
| buf+inv | 2.600 |
| compound gates | 13.82 |
| fa+ha+maj | 4.448 |
| flops | 61.85 |
==> worst register-to-register path, stage by stage, from the launching register on <==
cell	delay, ps
dfrtp_1	410
a221o_1	350
a221oi_1	190
o21ai_0	120
a22oi_1	500
ha_1	280
or3b_1	340
a31o_1	220
a21oi_1	110
==> Yosys cell counts (2+ instances only) <==
master / instances
dfrtp_1: 82
nand2_1: 28
ha_1: 13
inv_1: 13
mux2_2: 11
a22oi_1: 10
xnor2_1: 9
clkbuf_1: 8
dfstp_2: 8
nand3_1: 8
a21oi_1: 7
a221o_1: 7
a31oi_1: 7
o21ai_0: 7
a221oi_1: 6
nand4_1: 6
nor2_1: 6
a222oi_1: 4
and3_1: 4
xor2_1: 4
mux2i_1: 3
o211ai_1: 3
and2_1: 2
o221ai_1: 2
o22ai_1: 2
or4_4: 2
==> cell type report <==
class	instances	area [um^2]
flip-flops and latches	90	2262
fillers	486	2182
multi-input cells	171	1300
repair buffers	85	840.8
clock buffers	9	123.9
well taps	96	120.1
clock inverters	7	66.31
inverters	13	48.80
==> how the worst min path moves through the flow <==
stage | from | endpoint | slack (ps)
final | cnt[5]$_DFF_PN0_ | cnt[5]$_DFF_PN0_ | 470
after global routing | cnt[5]$_DFF_PN0_ | cnt[5]$_DFF_PN0_ | 490
after CTS | cnt[4]$_DFF_PN0_ | cnt[4]$_DFF_PN0_ | 480
==> per-stage QoR <==
stage               setup WS, ps  utilization (%)
finish                      1344            68.58
global route                1153            68.58
global placement            1052            65.84
detailed placement         991.8            65.84
CTS                         1373            68.58
floorplan                   1422                -
==> state kept, by name, summed over array words and instances (netlist names) <==
register	count
seg7_addr	3
i_data_store	64
o_seg_r	8
cnt	15
==> cells in the final DEF, fill, tap and decap left out, types with 4 or more instances in the layout <==
master,instances
a22oi_1,10
xor2_1,4
ha_1,13
nand3_1,8
clkdlybuf4s50_1,81
dfrtp_1,82
and3_1,4
nand2_1,28
mux2_2,11
inv_1,13
xnor2_1,9
buf_4,4
a221o_1,7
o21ai_0,7
a221oi_1,6
nor2_1,6
a21oi_1,7
dfstp_2,8
clkbuf_8,9
a31oi_1,7
a222oi_1,4
nand4_1,6
Power is estimated from default activity; no workload was simulated.
